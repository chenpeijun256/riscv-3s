==> flow/design.v <==
`timescale 1ns / 1ps
module ifu (
    input  [32-1:0] i_reset_pc,
    input i_jump_valid,
    input [32-1:0] i_jump_pc,
    output o_cmd_valid,  
    input  i_cmd_ready,  
    output [32-1:0] o_cmd_pc,  
    input  i_rsp_valid,  
    output o_rsp_ready,  
    input  i_rsp_err,    
    input clk,
    input rst_n
);
    reg [32-1:0] pc_cur_r;
    reg reset_done;
    wire rsp_succ;
    assign o_cmd_pc = pc_cur_r;
    assign o_cmd_valid = 1'b1; 
    assign o_rsp_ready = 1'b1; 
    assign rsp_succ = i_rsp_valid & (~i_rsp_err);
    always @(posedge clk) begin 
        if (rst_n == 1'b0) begin
            pc_cur_r <= #1 i_reset_pc;
            reset_done <= 1'b0;
        end
        else begin
            reset_done <= 1'b1;
            if (i_jump_valid) begin
                pc_cur_r <= #1 i_jump_pc;
            end
            else if (rsp_succ & reset_done) begin
                pc_cur_r <= #1 pc_cur_r + 3'h4;
            end
            else begin
                pc_cur_r <= pc_cur_r;
            end
        end
    end
endmodule
==> flow/run.sh <==
#!/bin/bash
# OpenROAD 26Q1-2900-gdf79404cd8, Yosys 0.63+post, stock flow scripts
make -C /OpenROAD-flow-scripts/flow DESIGN_CONFIG=/design/flow/config.mk WORK_HOME=/design/flow/orfs finish
==> flow/config.mk <==
export PLATFORM = sky130hd
export DESIGN_NAME = ifu
export DESIGN_NICKNAME = ifu
export VERILOG_FILES = /design/flow/design.v
export SDC_FILE = /design/flow/constraint.sdc
export NUM_CORES = 4
export LEC_CHECK = 1
export CORE_UTILIZATION = 30
==> flow/constraint.sdc <==
current_design ifu

set clk_period 6.8
set clk_io_pct 0.2

create_clock -name clk0 -period $clk_period [get_ports {clk}]

set non_clock_inputs [all_inputs -no_clocks]
set_input_delay [expr $clk_period * $clk_io_pct] -clock clk0 $non_clock_inputs
set_output_delay [expr $clk_period * $clk_io_pct] -clock clk0 [all_outputs]
==> Slide: Implementation Results <==
Synthesis and Place & Route Summary

Die
  – Core Area: 7292 um2
  – Chip Area: 7948 um2
  – Die width: 89.15 um
  – Fp util: 0.3125
  – Die extent in y: 89.15 um
  – Rows: 31
  – Ports: 104

Detailed routing
  – Avg WL per Cell: 13.84 um
  – DRC viols: 0
  – DRT Wirelength: 6105 um
  – Routed Antenna Nets: 0
  – Via density: 4.707
  – Via Count: 2,076
  – Ant diodes: 0
  – Initial drt markers: 57
  – Pre-antenna DRT Iters: 4

CTS
  – TritonCTS clock tree: done
  – Clock root buffer: clkbuf_8
  – Longest Clk Path Bufs: 2
  – CTS Sinks: 33
  – Post-CTS setup buffer count: 0
  – CTS Buf Count: 5
  – Post-CTS Hold Buffers: 0
  – Resize count post-CTS: 0
  – Clk slew on worst S/H paths: 0.07 ns
  – CTS H-Tree Depth: 2
  – Skew-Pair Late Insertion Delay: 0.28 ns

Worst hold path
  – Hold Path Class: reg2reg

GRT
  – Largest net degree at the start of global routing: 46
  – Initial antenna violation count: 0
  – First-pass GRT wire length: 9480 um
  – Congestion Overflow GR: 0
  – Vias in the first global route: 1,958
  – Tot GR Track Use: 0.1610

Synthesis
  – Async SR Flop Fraction: 0
  – Top cell type by total area after synthesis: edfxtp_1
  – Synth Seq Share: 0.4305
  – Commonest flop: edfxtp_1
  – Cell area after synthesis: 2278 um2
  – Post-synth EDFFs: 32
  – Top-area cell share: 0.4217
  – Synth cell count leaders: edfxtp_1 (32), o21ai_0 (22), a21oi_1 (20), nand2_1 (18), nor2b_1 (18)
  – Yosys stat area: 2278 um2
  – Top cells by area: edfxtp_1 (42%), xnor2_1 (6.2%), nor2b_1 (4.9%), o21ai_0 (4.8%), a21oi_1 (4.4%)
  – Most frequent cell after synthesis: edfxtp_1
  – Yosys cell count: 244
  – Flops after synth: 33
  – Mean post-synth cell area: 9.338 um2
  – Yosys Warn Count: 1
  – Synthesized netlist cell count: 244
  – Cell Type Count: 37

Run status
  – Status: finished clean

STA
  – # setup viols final: 0
  – Slew @ Worst Pin: 0.8445 ns
  – Final Cycle Share: 0.4829
  – Final Hold Fails: 0
  – Setup TNS: 0 ns
  – Post-layout minimum cycle time: 3.284 ns
  – F_max: 304.5 MHz
  – Worst Skew: 0.004569 ns
  – Slew Limit Headroom: 0.4370
  – RSZ-0062 raised after global routing: false
  – Hold WS: 0.6755 ns
  – Worst setup margin: 3.516 ns
  – Max Slew Vio Count: 0

Pwr
  – P per Cell Area: 164.6 nW/um2
  – Design Power: 0.0005657 W
  – Cell leakage power: 1.188 nW
  – Max VDD drop: 0.00007819 V

Placement
  – Dpl hpwl: 4297 um
  – Placed cell area: 3357 um2
  – Pre-CTS setup slack: 3.181 ns
  – GP Congestion: 0.7690
  – Port Buf Inserts: 100

Critical path
  – Critical Path Start Type: primary input
  – Critical path class: in2reg
  – Crit. End Element: register
  – Crit path required time: 6.91 ns
  – Worst-path fanout max: 45
  – Crit path arrival time: 3.40 ns

Cells and area
  – Share of cells above drive strength 1: 0.07602
  – Area delta synth->final: 50.85%
  – Filler cells: 697
  – Post-route cell area: 3437 um2
  – Reg area: 980.9 um2
  – Logic area: 1169 um2

Job
  – Stage-log warning count: 26
  – Max cap viols: 0
-- worst paths after layout --
kind                                from                endpoint  slack (ns)  cells after the start
setup / recovery                   rst_n  pc_cur_r[15]$_DFFE_PP_        3.52                      5
hold / removal    pc_cur_r[31]$_DFFE_PP_  pc_cur_r[31]$_DFFE_PP_        0.68                      2
setup reg to reg   pc_cur_r[2]$_DFFE_PP_  pc_cur_r[20]$_DFFE_PP_        4.53                      6
hold reg to reg   pc_cur_r[31]$_DFFE_PP_  pc_cur_r[31]$_DFFE_PP_        0.68                      2
-- cells by family after synthesis --
group	share of synthesized area
xor+xnor	0.09610
compound gates	0.1444
flops	0.4305
simple gates	0.2427
fa+ha+maj	0.005491
buf+inv	0.05985
mux	0.01922
other cells	0.001646
-- layer usage --
layer  global-route usage  share of wire  vias up  wire, um
met5                    0              0        -         0
met4              0.01732         0.0087        0        53
met3              0.02434          0.062        8       377
met2               0.2505           0.43       66      2625
met1               0.2561           0.50      939      3049
li1                     -              -     1063         -
-- through the flow --
step | cells | util
floorplan | 245 | -
global placement | 433 | 0.4604
detailed placement | 433 | 0.4604
CTS | 441 | 0.4713
global route | 441 | 0.4713
finish | 441 | 0.4713
-- where the power goes --
group          internal, W  total (W)  switching (W)
Combinational    0.0000971   0.000145      0.0000478
Clock            0.0000727   0.000143      0.0000703
Sequential        0.000251   0.000278      0.0000263
Total             0.000421   0.000566       0.000144
-- final cells by class --
cell class	instances	share of cell area
multi-input cells	182	0.3400
repair buffers	103	0.2978
flip-flops and latches	33	0.2854
well taps	99	0.03604
clock buffers	8	0.02330
inverters	16	0.01747
-- worst max-delay path, cell delays in order --
cell and delay [ns]:
clkdlybuf4s50_1 0.45, buf_4 0.39, nor2b_1 0.27, clkinv_1 0.54
o21ai_0 0.35
-- flip-flops by register name, summed over array words and instances (netlist names) --
register / cells
reset_done: 1
pc_cur_r: 32
-- placed cells by master (no fill, tap or decap), types with 5 or more instances in the layout --
master,synthesis,final
nor4_2,8,8
inv_1,15,15
nand2_1,18,18
o21ai_1,10,10
clkdlybuf4s50_1,0,100
nor2b_1,18,18
clkbuf_8,0,5
nand3_1,8,8
o21ai_0,22,21
nor3_1,6,6
o22ai_1,7,7
nor2_1,10,10
xnor2_1,16,16
edfxtp_1,32,32
a21oi_1,20,20
xor2_1,9,9
Power is estimated from default activity; no workload was simulated.
