==> /design/flow/design.v <==
`timescale 1ns / 1ps
module dec (
    input  [32-1:0] i_instr_data,  
    input i_jump_valid,
    output o_instr_illegal,
    output o_rs_1_en,
    output [5-1:0] o_rs_1,
    output o_rs_2_en,
    output [5-1:0] o_rs_2,
    output o_rd_en,
    output [5-1:0] o_rd,
    output o_imm_en,
    output [32-1:0] o_imm,
    output [11:0] o_instr_type,
    output [8:0] o_instr_math_i,
    output [9:0] o_instr_math,
    output [5:0] o_instr_jb,
    output [4:0] o_instr_load,
    output [2:0] o_instr_store,
    output [8:0] o_instr_sys,
    input  clk,
    input  rst_n
);
    wire [6:0] opcode;
    wire [2:0] funct3;
    wire [6:0] funct7;
    assign opcode = i_instr_data[6:0];
    assign funct3 = i_instr_data[14:12];
    assign funct7 = i_instr_data[31:25];
    wire is_lui = (opcode == 7'b0110111);
    wire is_auipc = (opcode == 7'b0010111);
    wire is_jal = (opcode == 7'b1101111);
    wire is_jalr = (opcode == 7'b1100111);
    wire is_jb = (opcode == 7'b1100011);
    wire is_load = (opcode == 7'b0000011);
    wire is_store = (opcode == 7'b0100011);
    wire is_math_i = (opcode == 7'b0010011);
    wire is_math = (opcode == 7'b0110011);
    wire is_fence = (opcode == 7'b0001111);
    wire is_sys = (opcode == 7'b1110011);
    wire is_U = (is_lui | is_auipc);
    wire is_J = (is_jal);
    wire is_I = (is_jalr | is_load | is_math_i | is_fence | is_sys);
    wire is_B = (is_jb);
    wire is_S = (is_store);
    wire is_R = (is_math);
    assign o_instr_illegal = ~(is_U | is_J | is_I | is_B | is_S | is_R) ; 
    assign o_rd_en = (is_U | is_J | is_I | is_R);
    assign o_rd = (o_rd_en) ? (i_instr_data[11:7]) : (0);
    assign o_rs_1_en = (is_B | is_S | is_I | is_R);
    assign o_rs_1 = (o_rs_1_en) ? (i_instr_data[19:15]) : (0);
    assign o_rs_2_en = (is_B | is_S | is_R);
    assign o_rs_2 = (o_rs_2_en) ? (i_instr_data[24:20]) : (0);
    assign o_imm_en = (is_U | is_J | is_I | is_B | is_S);
    assign o_imm = (is_U) ? ({i_instr_data[31:12], 12'b0}) : (
                   (is_J) ? ({{12{i_instr_data[31]}}, i_instr_data[19:12], i_instr_data[20], i_instr_data[30:21], 1'b0}) : (
                   (is_I) ? ({{20{i_instr_data[31]}}, i_instr_data[31:20]}) : (
                   (is_B) ? ( {{20{i_instr_data[31]}}, i_instr_data[7], i_instr_data[30:25], i_instr_data[11:8], 1'b0}) : (
                   (is_S) ? ({{20{i_instr_data[31]}}, i_instr_data[31:25], i_instr_data[11:7]}) : (32'h0)))));
    assign o_instr_type[0] = is_lui;
    assign o_instr_type[1] = is_auipc;
    assign o_instr_type[2] = is_jal;
    assign o_instr_type[3] = is_jalr;
    assign o_instr_type[4] = is_jb;
    assign o_instr_type[5] = is_load;
    assign o_instr_type[6] = is_store;
    assign o_instr_type[7] = is_math_i;
    assign o_instr_type[8] = is_math;
    assign o_instr_type[9] = is_fence;
    assign o_instr_math_i[0] = is_math_i & (funct3 == 3'b000);
    assign o_instr_math_i[1] = is_math_i & (funct3 == 3'b010);
    assign o_instr_math_i[2] = is_math_i & (funct3 == 3'b011);
    assign o_instr_math_i[3] = is_math_i & (funct3 == 3'b100);
    assign o_instr_math_i[4] = is_math_i & (funct3 == 3'b110);
    assign o_instr_math_i[5] = is_math_i & (funct3 == 3'b111);
    assign o_instr_math_i[6] = is_math_i & (funct3 == 3'b001);
    wire is_srli_srai = is_math_i & (funct3 == 3'b101);
    assign o_instr_math_i[7] = is_srli_srai & (i_instr_data[31:30] == 2'b00);
    assign o_instr_math_i[8] = is_srli_srai & (i_instr_data[31:30] == 2'b01);
    wire is_add_sub = is_math & (funct3 == 3'b000);
    assign o_instr_math[0] = is_add_sub & (funct7[6:0] == 7'b0000000);
    assign o_instr_math[1] = is_add_sub & (funct7[6:0] == 7'b0100000);
    assign o_instr_math[2] = is_math & (funct3 == 3'b001) & (funct7[6:0] == 7'b0000000);
    assign o_instr_math[3] = is_math & (funct3 == 3'b010) & (funct7[6:0] == 7'b0000000);
    assign o_instr_math[4] = is_math & (funct3 == 3'b011) & (funct7[6:0] == 7'b0000000);
    assign o_instr_math[5] = is_math & (funct3 == 3'b100) & (funct7[6:0] == 7'b0000000);
    wire is_srl_sra = is_math & (funct3 == 3'b101);
    assign o_instr_math[6] = is_srl_sra & (funct7[6:0] == 7'b0000000);
    assign o_instr_math[7] = is_srl_sra & (funct7[6:0] == 7'b0100000);
    assign o_instr_math[8] = is_math & (funct3 == 3'b110) & (funct7[6:0] == 7'b0000000);
    assign o_instr_math[9] = is_math & (funct3 == 3'b111) & (funct7[6:0] == 7'b0000000);
    assign o_instr_jb[0] = is_jb & (funct3 == 3'b000);
    assign o_instr_jb[1] = is_jb & (funct3 == 3'b001);
    assign o_instr_jb[2] = is_jb & (funct3 == 3'b100);
    assign o_instr_jb[3] = is_jb & (funct3 == 3'b101);
    assign o_instr_jb[4] = is_jb & (funct3 == 3'b110);
    assign o_instr_jb[5] = is_jb & (funct3 == 3'b111);
    assign o_instr_load[0] = is_load & (funct3 == 3'b000);
    assign o_instr_load[1] = is_load & (funct3 == 3'b001);
    assign o_instr_load[2] = is_load & (funct3 == 3'b010);
    assign o_instr_load[3] = is_load & (funct3 == 3'b100);
    assign o_instr_load[4] = is_load & (funct3 == 3'b101);
    assign o_instr_store[0] = is_store & (funct3 == 3'b000);
    assign o_instr_store[1] = is_store & (funct3 == 3'b001);
    assign o_instr_store[2] = is_store & (funct3 == 3'b010);
    assign o_instr_sys[3] = is_sys & (funct3 == 3'b001);
    assign o_instr_sys[4] = is_sys & (funct3 == 3'b010);
    assign o_instr_sys[5] = is_sys & (funct3 == 3'b011);
    assign o_instr_sys[6] = is_sys & (funct3 == 3'b101);
    assign o_instr_sys[7] = is_sys & (funct3 == 3'b110);
    assign o_instr_sys[8] = is_sys & (funct3 == 3'b111);
    assign o_instr_type[10] = o_instr_sys[3] | o_instr_sys[4] |
                                    o_instr_sys[5] | o_instr_sys[6] |
                                    o_instr_sys[7] | o_instr_sys[8];
    wire is_e = is_sys & (funct3 == 3'b000);
    assign o_instr_sys[0] = is_e & (i_instr_data[31:20] ==12'h0);
    assign o_instr_sys[1] = is_e & (i_instr_data[31:20] ==12'h1);
    assign o_instr_sys[2] = is_e & (i_instr_data[31:20] ==12'h302);
    assign o_instr_type[11] = o_instr_sys[0] | o_instr_sys[1] |
                                    o_instr_sys[2];
endmodule
==> /design/flow/run.sh <==
#!/bin/bash
# OpenROAD 26Q1-2900-gdf79404cd8, Yosys 0.63+post, stock flow scripts
make -C /OpenROAD-flow-scripts/flow DESIGN_CONFIG=/design/flow/config.mk WORK_HOME=/design/flow/orfs finish
==> /design/flow/config.mk <==
export PLATFORM = sky130hd
export DESIGN_NAME = dec
export DESIGN_NICKNAME = dec
export VERILOG_FILES = /design/flow/design.v
export SDC_FILE = /design/flow/constraint.sdc
export NUM_CORES = 4
export LEC_CHECK = 1
export CORE_AREA = 10 10 83 83
export DIE_AREA = 0 0 93 93
==> /design/flow/constraint.sdc <==
current_design dec

set clk_period 3.0
set clk_io_pct 0.2

create_clock -name clk0 -period $clk_period

set non_clock_inputs [all_inputs -no_clocks]
set_input_delay [expr $clk_period * $clk_io_pct] -clock clk0 $non_clock_inputs
set_output_delay [expr $clk_period * $clk_io_pct] -clock clk0 [all_outputs]
==> results.sh <==
# flow metrics
export IMPL_sequential_cell_area_sq_um=0
export IMPL_initial_cell_density_of_the_core_pct=28.1
export IMPL_yosys_warnings=0
export IMPL_post_route_period_util_pct=97.3
export IMPL_synth_seq_area_share_pct=0
export IMPL_drv_cap=0
export IMPL_yosys_area_share_simple_pct=49.3
export IMPL_yosys_top_cells_area="sky130_fd_sc_hd__nor2_1, sky130_fd_sc_hd__and2_1, sky130_fd_sc_hd__a21o_1"
export IMPL_die_width_microns=93
export IMPL_critical_path_top_cell_by_count="sky130_fd_sc_hd__buf_4"
export IMPL_postCtsHoldBufs=0
export IMPL_finalSetupViolations=0
export IMPL_layout_drive_gt1_share_pct=35.2
export IMPL_drt_vias_per_instance=4.83
export IMPL_rows=26
export IMPL_max_clock_freq_ghz=0.343
export IMPL_clkbuf_count=0
export IMPL_critPathMaxFanout=8
export IMPL_rsz0062_at_grt="true"
export IMPL_synth_cell_area_sq_mm=0.00145
export IMPL_ys_cells=229
export IMPL_fill_cells=455
export IMPL_grt_first_pass_wirelength_microns=12500
export IMPL_first_iter_violations=107
export IMPL_timing_critical_path_max_delay_family="buffers and inverters"
export IMPL_timing_critical_path_cells="clkdlybuf4s15_2 -> buf_4 -> nor2_2 -> a311oi_4 -> a311oi_2 -> buf_4 -> buf_4 -> buf_4 -> a21o_1 -> dlygate4sd2_1"
export IMPL_crit_path_start_kind="input port"
export IMPL_initial_antenna_violation_count=0
export IMPL_post_dp_hpwl_microns=6480
export IMPL_vias=2410
export IMPL_first_global_vias=2363
export IMPL_aoi_share_pct=34.6
export IMPL_top_logic_kind="simple AND/OR/NAND/NOR gates"
export IMPL_max_slew_margin_pct=71.4
export IMPL_die_area_sq_mm=0.00865
export IMPL_worst_hold_path_type="in2out"
export IMPL_hold_path_startpoint="i_instr_data[27]"
export IMPL_gp_congestion=0.894
export IMPL_critical_path_required_ns=2.40
export IMPL_worst_path_largest_cell_delay_ns=0.32
export IMPL_yosys_stat_area_sq_mm=0.00145
export IMPL_ant_nets=0
export IMPL_design_core_area_sq_mm=0.00514
export IMPL_yosysUniqueCellTypes=45
export IMPL_min_to="o_imm[27]"
export IMPL_n_antenna_cell=0
export IMPL_warnings=37
export IMPL_wirelength_microns=8190
export IMPL_dpl_instance_area_sq_mm=0.00321
export IMPL_syn_avg_cell_area_sq_um=6.31
export IMPL_yosysTopAreaCellShare_pct=9.35
export IMPL_p_leak_nw=1.78
export IMPL_critPathCaptureType="output port"
export IMPL_timing_critical_path_arrival_ns=2.32
export IMPL_fin_hold_ws_ns=1.76
export IMPL_post_synth_inst_count=229
export IMPL_timing_max_transition_violations_final=0
export IMPL_mux_share_pct=0.779
export IMPL_flow_area_growth_from_synthesis_pct=147
export IMPL_numSequentialCells=0
export IMPL_tightestPinTransition_ns=0.425
export IMPL_layout_min_cycle_time_ns=2.92
export IMPL_synth_top_cell_by_area="sky130_fd_sc_hd__nor2_1"
export IMPL_cp_num_buf_inv=6
export IMPL_avgRoutedWirePerCell_microns=16.4
export IMPL_report_final_hold_viol_count=0
export IMPL_drt_pass1_iter_count=4
export IMPL_number_of_ports_placed_on_the_die_boundary=141
export IMPL_buffer_ports_inserted=138
export IMPL_drc=0
export IMPL_power_ir_vdd_worst_uv=50.8
export IMPL_globalRouteTotalUtil_pct=17.4
export IMPL_critical_path_slowest_cell="sky130_fd_sc_hd__a311oi_4"
export IMPL_status="completed"
export IMPL_final_core_util_pct=69.4
export IMPL_worstSetupPathType="in2out"
export IMPL_finalInstanceArea_sq_mm=0.00357
export IMPL_placed_cells_incl_taps=474
export IMPL_grt_overflow=0
export IMPL_die_height_microns=93
export IMPL_largest_net_degree_at_the_start_of_global_routing=13
export IMPL_post_synth_adder_cell_area_pct=0
export IMPL_hold_depth=3
export IMPL_power_per_cell_area_mw_per_mm2=76.9
export IMPL_stdcell_count=499
export IMPL_synth_xor_xnor_area_share_pct=0
==> cell families (layout without fill, tap and decap cells) <==
| logic type | count (synthesis) | count (layout) |
|---|---|---|
| buffers and inverters | 37 | 236 |
| AND/OR/NAND/NOR | 126 | 126 |
| multiplexers | 1 | 1 |
| AND-OR/OR-AND | 65 | 66 |
==> through the flow <==
stage	setup TNS (ns)	setup WS (ns)	total power, mW
final	0	0.0813	0.274
after global routing	-0.0307	-0.0203	0.297
after CTS	-0.00327	-0.00327	0.255
after detailed placement	-25.98	-0.381	0.242
after global placement	-26.49	-0.375	0.242
after floorplan	0	0.781	0.0867
==> power by group <==
part,switching [mW],total [mW],internal [mW]
logic,0.124,0.274,0.150
registers,0,0,0
clock network,0,0,0
total,0.124,0.274,0.150
==> cell usage after synthesis, types with 2 or more instances <==
cell and count:
sky130_fd_sc_hd__and3b_1 2, sky130_fd_sc_hd__buf_2 5, sky130_fd_sc_hd__nor2_2 9, sky130_fd_sc_hd__nor3_1 7
sky130_fd_sc_hd__o21ai_0 12, sky130_fd_sc_hd__buf_6 4, sky130_fd_sc_hd__a21o_1 13, sky130_fd_sc_hd__a311oi_2 3
sky130_fd_sc_hd__and2_1 19, sky130_fd_sc_hd__buf_4 12, sky130_fd_sc_hd__nor2_1 36, sky130_fd_sc_hd__clkbuf_1 5
sky130_fd_sc_hd__and4bb_1 2, sky130_fd_sc_hd__nand4_1 2, sky130_fd_sc_hd__nand3b_1 5, sky130_fd_sc_hd__nand2_1 16
sky130_fd_sc_hd__inv_2 2, sky130_fd_sc_hd__nor3_2 2, sky130_fd_sc_hd__nor4_1 4, sky130_fd_sc_hd__inv_1 8
sky130_fd_sc_hd__a21oi_2 9, sky130_fd_sc_hd__o21ai_1 2, sky130_fd_sc_hd__a211oi_2 2, sky130_fd_sc_hd__or3b_2 2
sky130_fd_sc_hd__a21oi_1 11, sky130_fd_sc_hd__a22o_1 6, sky130_fd_sc_hd__or3_1 7, sky130_fd_sc_hd__o21ai_2 2
sky130_fd_sc_hd__nand3_1 4
==> cell usage in the layout (no fill, tap or decap), types with 8 or more instances in the layout <==
| cell type | Yosys | layout |
|---|---|---|
| sky130_fd_sc_hd__clkdlybuf4s50_1 | 0 | 89 |
| sky130_fd_sc_hd__buf_4 | 12 | 81 |
| sky130_fd_sc_hd__nor2_1 | 36 | 34 |
| sky130_fd_sc_hd__dlygate4sd2_1 | 0 | 33 |
| sky130_fd_sc_hd__and2_1 | 19 | 17 |
| sky130_fd_sc_hd__nand2_1 | 16 | 13 |
| sky130_fd_sc_hd__a21o_1 | 13 | 13 |
| sky130_fd_sc_hd__o21ai_0 | 12 | 11 |
| sky130_fd_sc_hd__a21oi_2 | 9 | 11 |
| sky130_fd_sc_hd__nor2_2 | 9 | 10 |
| sky130_fd_sc_hd__dlymetal6s2s_1 | 0 | 10 |
| sky130_fd_sc_hd__a21oi_1 | 11 | 9 |
| sky130_fd_sc_hd__inv_1 | 8 | 8 |
==> worst max-delay path by stage <==
stage / startpoint / endpoint / cells after the start
after CTS: i_instr_data[3] / o_imm[12] / 8
after global routing: i_instr_data[4] / o_imm[16] / 7
final: i_instr_data[4] / o_imm[27] / 10
==> area by class of cell <==
| type | instances | area (sq um) | share of cell area, % |
|---|---|---|---|
| multi-input cells | 193 | 1400 | 39.2 |
| inverters | 10 | 37.5 | 1.05 |
| repair buffers | 226 | 2040 | 57.3 |
| well taps | 70 | 87.6 | 2.45 |
==> layer usage <==
metal  up-vias  part of all wire (%)  GRT usage, %
li1       1205                     -             -
met1      1102                    42          21.6
met4         0                     0         0.129
met5         -                     0             0
met3         0                    12          7.43
met2       103                    46          28.9
==> repair_timing <==
action / 4_1_cts / 5_1_grt
gates cloned: 2 / 1
endpoints found under the setup margin: 103 / 51
gates resized: 75 / 33
setup buffers: 16 / 7
pin swaps: 6 / 14
Power is estimated from default activity; no workload was simulated.
