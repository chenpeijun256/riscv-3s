==> flow/design.v <==
`timescale 1ns / 1ps
module alu (
    output o_vrb_cmd_valid,
    input i_vrb_cmd_ready,
    output [32-1:0] o_vrb_cmd_addr, 
    output o_vrb_cmd_read, 
    output [32-1:0] o_vrb_cmd_wdata,
    output [32/8-1:0] o_vrb_cmd_wmask,
    input i_vrb_rsp_valid,
    output o_vrb_rsp_ready,
    input i_vrb_rsp_err,
    input [32-1:0] i_vrb_rsp_rdata,
    input [32-1:0] i_read_reg1_data,
    input [32-1:0] i_read_reg2_data,
    output [32-1:0] o_write_data,
    input i_instr_illegal,
    input [32-1:0] i_pc_cur,
    input i_imm_en,
    input [32-1:0] i_imm,
    input [11:0] i_instr_type,
    input [8:0] i_instr_math_i,
    input [9:0] i_instr_math,
    input [5:0] i_instr_jb,
    input [4:0] i_instr_load,
    input [2:0] i_instr_store,
    input [8:0] i_instr_sys,
    output o_jump_valid,
    output [32-1:0] o_jump_pc,
    input  clk,
    input  rst_n
);
    wire [32-1:0] math_i_write_data;
    wire [32-1:0] math_write_data;
    wire [32-1:0] load_write_data;
    wire [32-1:0] srai_t;
    wire [32-1:0] sra_t;
    wire [32-1:0] load_store_addr;
    wire [32-1:0] load_data_h;
    wire [32-1:0] load_data_b;
    wire [32-1:0] store_data_h;
    wire [32/8-1:0] store_mask_h;
    wire [32-1:0] store_data_b;
    wire [32/8-1:0] store_mask_b;
    assign srai_t = ($signed(i_read_reg1_data) >>> i_imm[4:0]);
    assign sra_t = ($signed(i_read_reg1_data) >>> i_read_reg2_data[4:0]);
    assign math_i_write_data = (i_instr_math_i[0]) ? (i_read_reg1_data + i_imm) :(
                                  (i_instr_math_i[1]) ? (($signed(i_read_reg1_data) < $signed(i_imm)) ? 32'h1 : 32'h0) : (
                                  (i_instr_math_i[2]) ? ((i_read_reg1_data < i_imm) ? 32'h1 : 32'h0) : (
                                  (i_instr_math_i[3]) ? (i_read_reg1_data ^ i_imm) : (
                                  (i_instr_math_i[4]) ? (i_read_reg1_data | i_imm) : (
                                  (i_instr_math_i[5]) ? (i_read_reg1_data & i_imm) : (
                                  (i_instr_math_i[6]) ? (i_read_reg1_data << i_imm[4:0]) : (
                                  (i_instr_math_i[7]) ? (i_read_reg1_data >> i_imm[4:0]) : (
                                  (i_instr_math_i[8]) ? (srai_t) : (0)))))))));
    assign math_write_data = (i_instr_math[0]) ? (i_read_reg1_data + i_read_reg2_data) :(
                              (i_instr_math[1]) ? (i_read_reg1_data - i_read_reg2_data) : (
                              (i_instr_math[3]) ? (($signed(i_read_reg1_data) < $signed(i_read_reg2_data)) ? 32'h1 : 32'h0) : (
                              (i_instr_math[4]) ? ((i_read_reg1_data < i_read_reg2_data) ? 32'h1 : 32'h0) : (
                              (i_instr_math[5]) ? (i_read_reg1_data ^ i_read_reg2_data) : (
                              (i_instr_math[8]) ? (i_read_reg1_data | i_read_reg2_data) : (
                              (i_instr_math[9]) ? (i_read_reg1_data & i_read_reg2_data) : (
                              (i_instr_math[2]) ? (i_read_reg1_data << i_read_reg2_data[4:0]) : (
                              (i_instr_math[6]) ? (i_read_reg1_data >> i_read_reg2_data[4:0]) : (
                              (i_instr_math[7]) ? (sra_t) : (0))))))))));
    wire is_jb_valid = (i_instr_jb[0]) ? (i_read_reg1_data == i_read_reg2_data) : (
                            (i_instr_jb[1]) ? (i_read_reg1_data != i_read_reg2_data) : (
                            (i_instr_jb[2]) ? ($signed(i_read_reg1_data) < $signed(i_read_reg2_data)) : (
                            (i_instr_jb[3]) ? ($signed(i_read_reg1_data) >= $signed(i_read_reg2_data)) : (
                            (i_instr_jb[4]) ? (i_read_reg1_data < i_read_reg2_data) : (
                            (i_instr_jb[5]) ? (i_read_reg1_data >= i_read_reg2_data) : (0))))));
    assign o_jump_valid = (i_instr_type[3] | i_instr_type[2]) ? (1'b1) : (
                            (i_instr_type[4]) ? (is_jb_valid) : (0));
    assign o_jump_pc = (i_instr_type[2] | i_instr_type[4]) ? (i_imm + i_pc_cur) : (
                        (i_instr_type[3]) ? (i_imm + i_read_reg1_data) : (0));
    assign store_data_h = (load_store_addr[1]) ? ((i_read_reg2_data<<16) & 32'hffff0000) : (i_read_reg2_data & 32'hffff);
    assign store_mask_h = 3<<load_store_addr[1:0];
    assign store_data_b = (load_store_addr[1:0] == 2'b11)? ((i_read_reg2_data<<24) & 32'hff000000) : (
                          (load_store_addr[1:0] == 2'b10) ? ((i_read_reg2_data<<16) & 32'hff0000) : (
                          (load_store_addr[1:0] == 2'b01) ? ((i_read_reg2_data<<8) & 32'hff00) : (i_read_reg2_data & 32'hff)));
    assign store_mask_b = 1<<load_store_addr[1:0];
    assign load_store_addr = i_read_reg1_data + i_imm;
    assign load_data_h = load_store_addr[1] ? (i_vrb_rsp_rdata>>16) : (i_vrb_rsp_rdata & 32'hffff);
    assign load_data_b = (load_store_addr[1:0] == 2'b11) ? ((i_vrb_rsp_rdata>>24) & 32'hff):  (
                          (load_store_addr[1:0] == 2'b10) ? ((i_vrb_rsp_rdata>>16) & 32'hff) : (
                          (load_store_addr[1:0] == 2'b01)  ? ((i_vrb_rsp_rdata>>8) & 32'hff) : (i_vrb_rsp_rdata & 32'hff)));
    assign load_write_data = (i_instr_load[2]) ? (i_vrb_rsp_rdata) : (
                            (i_instr_load[1]) ? ({{16{load_data_h[15]}}, load_data_h[15:0]}) : (
                            (i_instr_load[4]) ? (load_data_h) : (
                            (i_instr_load[0]) ? ({{24{load_data_b[7]}}, load_data_b[7:0]}) : (
                            (i_instr_load[3]) ? (load_data_b) : (0)))));
    assign o_write_data = (i_instr_type[7]) ? (math_i_write_data) : (
                            (i_instr_type[8]) ? (math_write_data) : (
                            (i_instr_type[5]) ? (load_write_data) : (
                            (i_instr_type[0]) ? (i_imm) : (
                            (i_instr_type[1]) ? (i_imm + i_pc_cur) : (
                            (i_instr_type[3] | i_instr_type[2]) ? (3'h4 + i_pc_cur) : (0))))));
    assign o_vrb_cmd_valid = i_instr_type[5] | i_instr_type[6];
    assign o_vrb_cmd_addr = load_store_addr;
    assign o_vrb_cmd_read = i_instr_type[5];
    assign o_vrb_cmd_wdata = i_instr_store[2] ? (i_read_reg2_data) : (
                                i_instr_store[1] ? (store_data_h) : (
                                i_instr_store[0] ? (store_data_b) : (0)));
    assign o_vrb_cmd_wmask = i_instr_store[2] ? (4'hf) : (
                              i_instr_store[1] ? (store_mask_h) : (
                              i_instr_store[0] ? (store_mask_b) : (0)));
    assign o_vrb_rsp_ready = 1'b1;
endmodule
==> flow/run.sh <==
#!/bin/bash
# OpenROAD 26Q1-2900-gdf79404cd8, Yosys 0.63+post, stock flow scripts
make -C /OpenROAD-flow-scripts/flow DESIGN_CONFIG=/design/flow/config.mk WORK_HOME=/design/flow/orfs finish
==> flow/config.mk <==
export PLATFORM = sky130hd
export DESIGN_NAME = alu
export DESIGN_NICKNAME = alu
export VERILOG_FILES = /design/flow/design.v
export SDC_FILE = /design/flow/constraint.sdc
export NUM_CORES = 4
export LEC_CHECK = 1
export CORE_UTILIZATION = 30
==> flow/constraint.sdc <==
current_design alu

set clk_period 21.5
set clk_io_pct 0.2

create_clock -name clk0 -period $clk_period

set non_clock_inputs [all_inputs -no_clocks]
set_input_delay [expr $clk_period * $clk_io_pct] -clock clk0 $non_clock_inputs
set_output_delay [expr $clk_period * $clk_io_pct] -clock clk0 [all_outputs]
==> deck_impl_summary.md <==
Physical Implementation Snapshot

Floorplan
  – Die Y: 258 um
  – Core ar.: 64700 um2
  – DIE AREA: 66700 um2
  – Chip width: 258 um
  – Core Rows: 93
  – Initial Util: 30.5%
  – Io pins: 357

Yosys
  – Avg Cell Area, Syn: 6.66 um2
  – Area leader share: 14.5%
  – Synth top cells by count: 291 x a21oi_1, 279 x nand2_1, 256 x nor2_1
  – Synth warn: 0
  – Biggest area cells: ha_1 14%, a21oi_1 7.4%, mux4_2 6.4%
  – Yosys synthesis chip area: 19700 um2
  – # Cells Yosys: 2957
  – Yosys cell types: 86
  – Mapped Cells: 2957
  – Top cell type by total area after synthesis: ha_1
  – Count leader, synth: a21oi_1
  – Cell area after synthesis: 19700 um2
  – Post-synth seq share: 0%

Outcome
  – Status: finished clean

Pwr
  – Internal power: 0.325 mW
  – Overall Power: 0.851 mW
  – Power per cell area: 35.3 nW/um2
  – Clock power share: 0%
  – Part of the power in registers: 0%
  – Switch Pwr: 0.526 mW
  – Net Sw Frac: 61.8%
  – Comb pwr share: 100.0%
  – Pleak: 9.69 nW
  – Maximum VDD drop: 0.0159 mV

Final timing
  – Relative slew slack: 26.8%
  – Worst-Margin Slew: 1.10 ns
  – Max Clk Rate: 67.8 MHz
  – PnR worst setup slack: 6.75 ns
  – Slew Viols, Final: 0
  – Final Hold Violating Endpoints: 0
  – Final setup violation count: 0
  – Fin crit share: 68.6%
  – WHS: 9.58 ns
  – Aggregate negative setup slack: 0 ns
  – Crit path time final: 14.75 ns
  – RSZ-0062 raised after global routing: false

Placement
  – Port Buf Inserts: 337
  – Placer's final routability congestion estimate: 1.17
  – Post-DP Area: 24100 um2
  – Dpl ws: 7.11 ns
  – Dpl hpwl: 105000 um
  – DP Cell Count: 4048

Drt
  – Drc violations: 0
  – Total Wirelength: 131000 um
  – Vias/cell: 6.58
  – Antenna viol nets, final: 0
  – DRT iter0 DRCs: 3305
  – Via count: 26.6k
  – DRT Pass-1 Iters: 9
  – Wirelength per Cell: 32.4 um

Global routing
  – First-pass GRT wire length: 184000 um
  – Total GRT Usage: 38.9%
  – Vias in the first global route: 25.2k
  – Largest net degree at the start of global routing: 53
  – Antenna violations before repair: 6
  – Remaining Overflow, GRT: 0

Final layout
  – Layout cells sized above 1: 6.58%
  – Layout Cells excl Fill: 4050
  – Synth-to-Final Area Change: 22.3%
  – Design Area, Final: 24100 um2
  – Seq_cells: 0
  – Clkbuf count: 0
  – Layout fillers: 6992
  – Flop area: 0 um2
  – Final core occ: 37.2%

Worst hold path
  – Hold WC Path Type: in2out
  – Hold Path Stages: 3

Job
  – Total tool warning count: 182
  – Maxcap violations: 0

CTS
  – Cts hold-fix bufs: 0
  – CTS-repair resized insts: 0
  – Post-CTS setup buffer count: 0

Critical path
  – Crit Path Category: in2out
  – Crit path buf inv count: 3
  – Crit start category: input port
  – CP arrival: 10.45 ns
  – Critical path capture point type: output pin
  – Crit path max fanout: 9
  – CP Depth: 15
  – CP top delay family: AND-OR/OR-AND gates
  – Critical path cell sequence: clkdlybuf4s50_1 > inv_1 > ha_1 > fa_1 > nor3_1 > o31a_1 > o31ai_1 > a21oi_1 > a21boi_0 > o31ai_1 > a22oi_1 > o22a_1 > a221oi_1 > o31a_1 > clkdlybuf4s50_1
  – CP max-delay cell: a221oi_1
  – CP required: 17.20 ns
  – Crit-path max cell delay: 0.92 ns
==> cell usage in the layout (no fill, tap or decap), types with 21 or more instances in the layout <==
cell and n:
xor2_1 30, mux4_2 56, o21ai_0 211, inv_1 195
nor3_1 83, xnor2_1 81, o31ai_1 23, o211ai_1 49
a21oi_1 291, clkdlybuf4s50_1 335, buf_4 109, a31oi_1 52
nor4_1 21, nand2_1 279, a21o_1 42, nor2_1 256
mux2i_1 79, o22ai_1 38, nand3_1 79, nor2b_1 32
a211oi_1 58, and3_1 21, a22o_1 44, nand4_1 30
nand2b_1 33, a221oi_1 48, ha_1 228
==> layer usage <==
layer / vias to the layer above / track usage (%) / part of all wire [%]
met5: - / 0.356 / 0.024
met4: 6 / 25.4 / 8.2
met3: 410 / 12.9 / 13
met2: 2039 / 55.2 / 41
met1: 12503 / 50.3 / 38
li1: 11675 / - / -
==> area by class of cell <==
| class | instances | area (um2) | area share (%) |
|---|---|---|---|
| inverters | 201 | 754 | 3.13 |
| repair buffers | 446 | 4180 | 17.4 |
| multi-input cells | 2546 | 18100 | 75.1 |
| well taps | 855 | 1070 | 4.44 |
| diodes | 2 | 5.00 | 0.0208 |
==> logic make-up (layout without fill, tap and decap cells) <==
kind of cell / Yosys count / after routing / share of synthesized area, %
compound gates: 1132 / 1132 / 38.4
xor+xnor: 111 / 111 / 4.93
fa+ha+maj: 232 / 232 / 14.9
buf+inv: 411 / 647 / 8.40
mux: 155 / 155 / 11.8
other cells: 1 / 3 / 0.0190
simple gates: 915 / 915 / 21.5
==> power groups by stage <==
stage	clock [mW]	sequential, mW	combinational, mW
5_1_grt	0	0	0.887
4_1_cts	0	0	0.815
6_report	0.00000000118	0	0.851
==> path summary, 6_finish.rpt <==
| check | end | slack, ns | startpoint |
|---|---|---|---|
| setup / recovery | o_write_data[20] | 6.75 | i_read_reg1_data[0] |
| hold / removal | o_vrb_cmd_valid | 9.58 | i_instr_type[6] |
==> worst min-delay path: stages <==
cell and delay (ns):
clkdlybuf4s50_1 0.45, or2_2 0.09, clkdlybuf4s50_1 0.45
Power figures rest on the tool's default switching activity, not on a simulated workload.
